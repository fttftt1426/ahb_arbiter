File: design.v
module	ahb_arbiter(
				input   	      	hresetn,
				input 	      		hclk,
				input	 	[4:0]   hbusreqx,
				input 		[4:0]   hlockx,             
				input		[4:0]   hsplitx,
				input		[1:0]   htrans,
				input 		[2:0]   hburst,
				input 	       		hready,               
				input 		[1:0]   hresp,                
				output	 	[4:0] 	hgrantx,
				output		[4:0]  	hmaster,              
				output     		hmastlock             
				);
wire [24:0]	pri;
wire [4:0]	grant;
wire		mastlock;
wire		transfin;
reqjudge reqj(
				.hclk		(hclk),
				.hresetn	(hresetn),
				.hready		(hready),
				.htrans		(htrans),
				.hlockx		(hlockx),
				.hbusreq	(hbusreqx),
				.hresp		(hresp),
				.hsplit		(hsplitx),
				.pri		(pri),          
				.grant		(grant),
				.mastlock	(mastlock)
				);
prio prior(
			.hclk		(hclk),
			.hresetn	(hresetn),
			.hgrant		(hgrantx),
			.priout		(pri)
			);
trans_finish transf(
					.hclk		(hclk),
					.hresetn	(hresetn),
					.hready		(hready),
					.hresp		(hresp),
					.htrans		(htrans),
					.hburst		(hburst),
					.hmastlock	(hmastlock),
					.transfin	(transfin)              
					);
handover hand(
			.hclk		(hclk),
			.hresetn	(hresetn),
			.hready		(hready),
			.grant		(grant),
			.mastlock	(mastlock),
			.transfin	(transfin),           
			.hmaster	(hmaster),
			.hmastlock	(hmastlock),
			.hgrant		(hgrantx)
				);
endmodule
module handover(
				input				hclk,
				input				hresetn,
				input				hready,
				input		[4:0]	grant,
				input				mastlock,
				input				transfin,           
				output	reg	[4:0]	hmaster,
				output	reg			hmastlock,
				output	reg	[4:0]	hgrant
				);
always @(posedge hclk)   begin
if(!hresetn) begin
	hmastlock <= 1'b0;
	hgrant <= 5'b0;
end
else if(hready&transfin) begin
	hmastlock <= mastlock;
	hgrant <= grant;
end
end
always @(grant) begin
case(grant)
5'b00001:
	hmaster <= 4'b0000;
5'b00010:
	hmaster <= 4'b0001;
5'b00100:
	hmaster <= 4'b0010;
5'b01000:
	hmaster <= 4'b0011;
5'b10000:
	hmaster <= 4'b0100;
default:
	hmaster <= 4'b0000;
endcase	
end
endmodule
module prio(
			input 				hclk,
			input 				hresetn,
			input 		  [4:0]	hgrant,
			output reg 	 [24:0]	priout
			);
parameter S0 = 2'b00;			
parameter S1 = 2'b01;			
parameter S2 = 2'b11;			
parameter S3 = 2'b10;			
reg [1:0]	state;			
reg [1:0]	nxt_state;			
always @(posedge hclk) begin
if(!hresetn)
	state <= S0;
else
	state <= nxt_state;
end 
always @(state, hgrant) begin
	case(state)
	S0:
		if(hgrant[1])
			nxt_state = S1;
		else if(hgrant[2])
			nxt_state = S2;
		else if(hgrant[3])
			nxt_state = S3;
		else	
			nxt_state = S0;
	S1:
		if(hgrant[4])
			nxt_state = S0;
		else if(hgrant[2])
			nxt_state = S2;
		else if(hgrant[3])
			nxt_state = S3;
		else
			nxt_state = S1;
	S2:
		if(hgrant[1])
			nxt_state = S1;
		else if(hgrant[4])
			nxt_state = S0;
		else if(hgrant[3])
			nxt_state = S3;
		else	
			nxt_state = S2;
	S3:
		if(hgrant[1])
			nxt_state = S1;
		else if(hgrant[2])
			nxt_state = S2;
		else if(hgrant[4])
			nxt_state = S0;
		else	
			nxt_state = S3;
	endcase
end
always @(state) begin
	case(state)
	S0:
		priout = 25'b00001_00010_00100_01000_10000;
	S1:
		priout = 25'b00001_00100_01000_10000_00010;
	S2:
		priout = 25'b00001_01000_10000_00010_00100;
	S3:
		priout = 25'b00001_10000_00010_00100_01000;		
	endcase
end
endmodule
module reqjudge(
				input				hclk,
				input				hresetn,
				input				hready,
				input  		 [1:0]	htrans,
				input 		 [4:0]	hlockx,
				input  		 [4:0]	hbusreq,
				input 		 [1:0]	hresp,
				input 		 [4:0]	hsplit,
				input 		 [24:0] pri,           
				output reg	 [4:0]	grant,
				output reg 			mastlock
				);
parameter	IDLE 	= 2'b00;
parameter	SHIELD	= 2'b01;
parameter	NORMAL	= 2'b11;
parameter	CHANGE	= 2'b10;
parameter	OKAY 	= 2'b00;
parameter	ERROR 	= 2'b01;
parameter	RETRY 	= 2'b10;
parameter	SPLIT 	= 2'b11;
reg	 [1:0]	state;
reg  [1:0]	nxt_state;
reg  [4:0]	hbusreq_q;
reg  [4:0]	hsplit_q;
wire [4:0]	hbusreq_shield;
wire [4:0]	hbusreq_final;
always @(posedge hclk) begin
if(!hresetn)
	state <= IDLE;
else
	state <= nxt_state;
end
always @(state, hresp, hready, htrans)	begin
case(state)
IDLE:
	if(hready&hresp==OKAY)
		nxt_state = NORMAL;
	else if((~hready)&hready==SPLIT)
		nxt_state = SHIELD;
	else
		nxt_state = IDLE;
SHIELD:
	if(hready&hready==OKAY)
		nxt_state = NORMAL;
	else if((~htrans[0])&hready)
		nxt_state = CHANGE;
	else
		nxt_state = SHIELD;
NORMAL:
	if((~hready)&hready==SPLIT)
		nxt_state = SHIELD;
	else
		nxt_state = NORMAL;
CHANGE:
	if(hready&hresp==OKAY)
		nxt_state = NORMAL;
	else
		nxt_state = CHANGE;
endcase
end
always @(posedge hclk) begin
if(!hresetn)
	hbusreq_q <= 5'b0;
else
	hbusreq_q <= hbusreq;
end
always @(posedge hclk) begin
if(!hresetn)
	hsplit_q <= 5'b0;
else
	hsplit_q <= hsplit;
end
assign hbusreq_shield = hbusreq_q | hsplit_q;
assign hbusreq_final = (state==SHIELD)?hbusreq_shield:hbusreq_q;
always @(hresp, pri, hlockx, hbusreq_final) begin
if(hresp==OKAY) begin
	if(hbusreq_final&pri[24:20])
		grant = pri[24:20];
	else if(hbusreq_final&pri[19:15])
		grant = pri[19:15];
	else if(hbusreq_final&pri[14:10])
		grant = pri[14:10];
	else if(hbusreq_final&pri[9:5])
		grant = pri[9:5];
	else if(hbusreq_final&pri[4:0])
		grant = pri[4:0];
	if(hlockx)
		mastlock = 1'b1;
	else
		mastlock = 1'b0;
end
end
endmodule
module trans_finish(
					input				hclk,
					input				hresetn,
					input				hready,
					input  		 [1:0]	hresp,
					input 		 [1:0]	htrans,
					input  		 [2:0]	hburst,
					input				hmastlock,
					output				transfin               
					);
parameter	IDLE 		= 3'b000;
parameter	LOCKTRANS	= 3'b001;
parameter	LASTLOCK	= 3'b010;
parameter	BURST		= 3'b011;
parameter	LASTBURST	= 3'b100;				
parameter	RETRY		= 2'b10;
reg  [2:0]	state;					
reg  [2:0]	nxt_state;					
reg	 [3:0]	hburst_q;
wire		lock_trans;
wire		normal_trans;
wire		last_trans;					
always @(posedge hclk)  begin
if(!hresetn)
	state <= IDLE;
else
	state <= nxt_state;
end
always @(lock_trans, normal_trans, last_trans, hresp, state)  begin
case(state)
IDLE:
	if(lock_trans)
		nxt_state = LOCKTRANS;
	else if(normal_trans)
		nxt_state = BURST;
	else
		nxt_state = IDLE;
LOCKTRANS:
	if(last_trans)
		nxt_state = LASTLOCK;
	else
		nxt_state = LOCKTRANS;
LASTLOCK:
	if(hresp==RETRY)
		nxt_state = LOCKTRANS;
	else if(normal_trans)
		nxt_state = BURST;
	else
		nxt_state = LASTLOCK;
BURST:
	if(last_trans)
		nxt_state = LASTBURST;
	else
		nxt_state = BURST;
LASTBURST:
	if(lock_trans)
		nxt_state = LOCKTRANS;
	else if(hresp==RETRY)
		nxt_state = BURST;
	else
		nxt_state = LASTBURST;
default:
	nxt_state = state;
endcase
end
assign lock_trans = hmastlock&htrans[1];
assign normal_trans = (~hmastlock)&htrans[1];
assign last_trans = (hburst_q==4'b000)&htrans[1];
assign transfin = ((state==LASTBURST)|(state==LASTLOCK))?
						1'b1:1'b0;
endmodule
File: run.sh
#!/bin/bash
# OpenROAD 26Q1-2900-gdf79404cd8, Yosys 0.63+post, stock flow scripts
make -C /OpenROAD-flow-scripts/flow DESIGN_CONFIG=/design/flow/config.mk WORK_HOME=/design/flow/orfs finish
File: config.mk
export PLATFORM = sky130hd
export DESIGN_NAME = ahb_arbiter
export DESIGN_NICKNAME = ahb_arbiter
export VERILOG_FILES = /design/flow/design.v
export SDC_FILE = /design/flow/constraint.sdc
export NUM_CORES = 4
export LEC_CHECK = 1
export CORE_UTILIZATION = 30
File: constraint.sdc
current_design ahb_arbiter

set clk_period 1.4
set clk_io_pct 0.2

create_clock -name clk0 -period $clk_period [get_ports {hclk}]

set non_clock_inputs [all_inputs -no_clocks]
set_input_delay [expr $clk_period * $clk_io_pct] -clock clk0 $non_clock_inputs
set_output_delay [expr $clk_period * $clk_io_pct] -clock clk0 [all_outputs]
==> impl_metrics.ini <==
; yosys + openroad results
[worst_hold_path]
hp-class = reg -> reg
hp-start = transf.state[1]
min_to = transf.state[1]
min_path_cells = 2

[worst_setup_path]
r2r_start = hand.hgrant[4]
reg2reg_depth = 3
slowest_delay_ns = 0.45
crit_family = buffers and inverters
regToRegEndpoint = prior.state[2]
cp.required_ns = 1.12
crit_path_max_fanout = 3
cpMaxStageDelayCell = clkdlybuf4s50_1
crit_path_end_kind = output pin
start_kind = flip-flop
ff2ff_setup_slack_ns = 0.20
worst-path-buf-inv = 1
critPathArrivalTime_ns = 1.05
worstPathCellList = clkdlybuf4s50_1
worstSetupPathType = reg -> out

[sta]
finalCriticalPeriod_ns = 1.33
setup_tns_ns = 0
period_used_pct = 95.1
untimed_endpoints = 9
maxSlewViolCount = 0
hold_viol = 0
unclocked_regs = 6
grt_setup_unrepaired = false
worst_hold_slack_ns = 0.437
max_freq_ghz = 0.751
skew_ns = 0.000772
setup_viol = 0

[cells_and_area]
instances_no_fill = 276
drive_above_1_share_pct = 11.5
lay_top_count = clkdlybuf4s50_1
area_delta_synth_final_pct = 31.9
num-fill-cells = 493
layout_top_cells = clkdlybuf4s50_1, dfxtp_1, nor2_1

[pwr]
leakage_nw = 0.837
p_per_area_mw_per_mm2 = 672
ir_drop_v = 0.000456
power_mw = 1.30

[floorplanning]
die-width_um = 71.9
rows = 25
fp-utilization_pct = 31.0
ios = 36
core_mm2 = 0.00472
chipArea_mm2 = 0.00517
die_y_um = 71.9

[drt]
dr.pass1.iters = 4
vias = 1320
wire_per_inst_um = 11.2
antenna_left = 0
drt_iter0_markers = 43
drc = 0
wl_mm = 3.09
diodes = 0
post_drt_via_cell_ratio = 4.78

[yosys]
synth_area_leader_cell = dfxtp_1
synthArstFlopShare_pct = 0
area_leaders = dfxtp_1, dlxtn_1, and2_1
synth_flops = 29
yosys-stat-cells = 174
yosysTopAreaCellShare_pct = 31.4
yosys.cell_types.count = 51
synth_chip_area_mm2 = 0.00147
synth-edff-count = 0
synth.avg_cell_area_um2 = 8.43
yosys_warnings = 8
syn_area_mm2 = 0.00147
netlist_instances = 174
ys.flop_type = dfxtp_1

[place]
dp_hpwl_mm = 2.26
gp_congestion = 0.857
numPortBuffers = 30
dp.cells = 270

[clock_tree]
clk_path_buf_depth = 2
clkTransAtPathRegs_ns = 0.08
clkLatencyLatePin_ns = 0.26
cts_root_buffer = clkbuf_8
cts_made_buffers = 3
postCtsHoldBufs = 0
cts_tree = done
cts_max_level = 1

[global_routing]
grt_max_degree = 20
overflow = 0
grt_pass1_vias = 1225
antenna_found_initial = 0
grt_pass1_wl_mm = 5.45
grtUsageTotal_pct = 13.0

[job]
maxCapViolations = 0
warnings = 28

[outcome]
run_status = completed
state kept, by name, indices dropped and copies added, names as in the netlist:
signal	count
hand.hmastlock	1
reqj.grant	5
reqj.state	1
reqj.mastlock	1
reqj.hsplit_q	5
reqj.hbusreq_q	5
transf.state	2
prior.state	4
hand.hgrant	5
worst register-to-register path, stage by stage, from the launching register on:
cell,delay [ns]
dfxtp_4,0.36
buf_4,0.14
or4b_1,0.51
a21boi_1,0.13
metrics by stage:
stage	setup slack (ns)	area [um2]	util, %
after CTS	0.00341	1910	40.5
after global placement	0.0498	1860	39.5
after detailed placement	0.0360	1860	39.5
after global routing	0.0108	1930	41.0
after floorplan	0.131	1470	-
final	0.0689	1930	41.0
worst max-delay path by stage:
stage                     startpoint  cells after the start          to  slack (ns)
after CTS             hand.hgrant[4]                      1  hgrantx[4]       0.003
after global routing  hand.hgrant[0]                      1  hgrantx[0]        0.01
final                 hand.hmastlock                      1   hmastlock        0.07
cell families (layout without fill, tap and decap cells):
| kind of cell | count (synthesis) | in the layout | share of synthesized area (%) |
|---|---|---|---|
| multiplexers | 6 | 6 | 4.10 |
| buffers and inverters | 17 | 51 | 5.46 |
| latches | 6 | 6 | 6.14 |
| flip-flops | 23 | 23 | 31.4 |
| other | 1 | 2 | 0.256 |
| XOR/XNOR | 2 | 2 | 1.19 |
| AND/OR/NAND/NOR | 65 | 65 | 24.6 |
| AND-OR/OR-AND | 54 | 54 | 26.9 |
routing by layer:
metal / share of wire, % / global-route usage, % / up-vias
met1: 51 / 19.6 / 596
met2: 45 / 21.4 / 29
li1: - / - / 693
met5: 0 / 0 / -
met4: 1.2 / 1.74 / 0
met3: 2.5 / 1.13 / 2
what timing repair did:
item / in CTS / in global routing
endpoints found under the hold margin: 0 / 0
buffers inserted: 0 / 2
gates resized: 5 / 2
endpoints found under the setup margin: 3 / 2
final cells by class:
type / instances / area [um2] / share of cell area [%]
Sequential cell: 29 / 559 / 28.9
Multi-Input combinational cell: 129 / 840 / 43.4
Clock buffer: 4 / 45.0 / 2.33
Tap cell: 67 / 83.8 / 4.33
Timing Repair Buffer: 41 / 384 / 19.9
Inverter: 6 / 22.5 / 1.16
power by group:
| group | switching, mW | leakage (nW) | internal, mW |
|---|---|---|---|
| clock network | 0.200 | 0.0228 | 0.203 |
| registers | 0.0310 | 0.238 | 0.684 |
| logic | 0.0634 | 0.576 | 0.119 |
cells in the mapped netlist (3+ instances only):
cell type and count:
clkbuf_1 4, nand3_1 5, a21o_1 5, o31ai_1 5, nand2b_1 3, nand2_1 11
o21ai_0 5, and2_1 10, a21oi_1 10, dlxtn_1 6, inv_1 6, dfxtp_1 23
buf_2 4, nor3_1 3, mux2i_1 6, nor2_1 12, nor2b_1 10, o21ai_1 3
Power is estimated from default activity; no workload was simulated.
